==> /design/flow/design.v <==
`timescale 1ns / 1ps
module avgpoolmodule(
	input Clock,
	input [31:0] Input_Value_1,
   input [31:0] Input_Value_2,
   input [31:0] Input_Value_3,
   input [31:0] Input_Value_4,
   output reg [31:0] Output_Value
   );
	initial begin
		Output_Value <= 0;
	end
	wire [31:0] Output;
	assign Output = Input_Value_1 + Input_Value_2 + Input_Value_3 + Input_Value_4;
	always @ (posedge Clock)
	begin
		Output_Value <= Output / 4;
	end
endmodule
==> /design/flow/run.sh <==
#!/bin/bash
# OpenROAD 26Q1-2900-gdf79404cd8, Yosys 0.63+post, stock flow scripts
make -C /OpenROAD-flow-scripts/flow DESIGN_CONFIG=/design/flow/config.mk WORK_HOME=/design/flow/orfs finish
==> /design/flow/config.mk <==
export PLATFORM = sky130hd
export DESIGN_NAME = avgpoolmodule
export DESIGN_NICKNAME = avgpoolmodule
export VERILOG_FILES = /design/flow/design.v
export SDC_FILE = /design/flow/constraint.sdc
export NUM_CORES = 4
export LEC_CHECK = 1
export CORE_UTILIZATION = 30
==> /design/flow/constraint.sdc <==
current_design avgpoolmodule

set clk_period 15.4
set clk_io_pct 0.2

create_clock -name clk0 -period $clk_period [get_ports {Clock}]

set non_clock_inputs [all_inputs -no_clocks]
set_input_delay [expr $clk_period * $clk_io_pct] -clock clk0 $non_clock_inputs
set_output_delay [expr $clk_period * $clk_io_pct] -clock clk0 [all_outputs]
==> results.py <==
# Synthesis and PnR figures
metrics = {
    "synth": {
        "yosys.area.top_type": "fa_1",
        "yosys.cell_types.count": 56,
        "syn_area_mm2": 0.00417,
        "synth.ff_latch_count": 30,
        "synth-main-ff-cell": "dfxtp_1",
        "yosys_warnings": 1,
        "top_cells_by_area": "fa_1 30%, inv_1 17%, dfxtp_1 14%",
        "ys_seq_share_pct": 14.4,
        "syn-instance-count": 499,
        "yosysChipArea_mm2": 0.00417,
        "yosysCellCount": 499,
        "yosysTopAreaCellShare_pct": 29.8,
        "edf_count": 0,
        "syn_avg_cell_area_um2": 8.35,
        "synthArstFlopShare_pct": 0,
    },
    "flow_run": {
        "tool_warnings": 25,
        "maxCapViolCount": 0,
    },
    "cells_and_area": {
        "largest_reg_flops": 30,
        "final_cell_mix": "186 x inv_1, 158 x clkdlybuf4s50_1, 62 x fa_1, 30 x dfxtp_1",
        "syn_to_final_growth_pct": 45.5,
        "regMostFlops": "Output_Value",
        "drive_gt1_share_pct": 3.19,
        "postLayoutCellArea_mm2": 0.00607,
        "fill_cells": 1297,
        "final_common_cell": "inv_1",
        "reg_top3": "Output_Value (30)",
    },
    "route": {
        "drc": 0,
        "via_count": 3532,
        "diodes": 0,
        "wl_per_cell_um": 10.3,
        "drt_first_pass_iters": 4,
        "drt_iter0_drc": 98,
        "finalWirelength_um": 8600,
        "postRouteAntennaNets": 0,
        "vias_per_cell": 4.24,
    },
    "worst_setup_path": {
        "path_common_cell": "fa_1",
        "endpoint_kind": "flop",
        "cp_slowest_cell": "fa_1",
        "cp.arrival_ps": 6880,
        "slowest_delay_ps": 530,
        "crit_required_ps": 15560,
        "path_cells": "clkdlybuf4s50_1, inv_1, fa_1, inv_1, fa_1, and3b_1, fa_1, a21o_2, a221o_1, a211oi_2, o211ai_2, and2_4, nor4bb_1, a311o_1",
        "path_class": "input pin to flop",
        "critPathBufInv": 3,
        "crit_family": "AND-OR/OR-AND gates",
        "cp-start-kind": "input pin",
        "crit_fanout": 4,
    },
    "grt": {
        "grt_max_degree": 10,
        "antenna_found_initial": 0,
        "grt_pass1_wl_um": 15000,
        "overflow": 0,
        "grt_usage_pct": 13.0,
        "grt_pass1_vias": 3499,
    },
    "die": {
        "die_h_um": 120,
        "coreArea_mm2": 0.0134,
        "ios": 161,
        "fp_util_pct": 31.1,
        "die_w_um": 120,
        "die_area_mm2": 0.0144,
        "rows": 42,
    },
    "clock_network": {
        "cts.reportedPaths.clkPinSlew_ps": 50,
        "htree_levels": 2,
        "cts_resized": 0,
        "cts-buffers-inserted": 5,
        "clk_path_buf_depth": 2,
        "post-cts-setup-buffers": 0,
        "cts_tree": "done",
        "clock_sinks": 30,
        "cts-root-buf": "clkbuf_16",
        "ctsHoldBuffers": 0,
    },
    "power": {
        "total_power_w": 0.000693,
        "peakVddDrop_uv": 51.5,
        "p_per_area_mw_per_mm2": 114,
        "power.leakage_nw": 3.13,
    },
    "placement": {
        "io_buffers": 158,
        "placed_area_mm2": 0.00593,
        "pre_cts_slack_ps": 8380,
        "dp_hpwl_um": 7810,
        "finalWeightedCongestion": 0.839,
    },
    "timing": {
        "rsz0062_at_grt": "false",
        "finalSetupTns_ps": 0,
        "finalCritPeriodShare_pct": 43.6,
        "period_minus_slack_ps": 6720,
        "slew_violations": 0,
        "fmax_mhz": 149,
        "relSlewSlack_pct": 61.5,
        "final-setup-viol-count": 0,
        "worstMarginPinSlew_ps": 570,
        "timing.final.ws_setup_ps": 8680,
        "hold_violations": 0,
    },
    "hold_path": {
        "whs_path_depth": 3,
        "min_to": "Output_Value[0]$_DFF_P_",
        "worst_hold_startpoint": "Input_Value_4[0]",
        "hp-class": "input pin to flop",
    },
    "run_status": {
        "status": "completed",
    },
}
how the worst max path moves through the flow:
stage     depth (start not counted)                       end              from
6_report                         14  Output_Value[25]$_DFF_P_  Input_Value_1[1]
5_1_grt                          14  Output_Value[29]$_DFF_P_  Input_Value_1[1]
4_1_cts                          14  Output_Value[25]$_DFF_P_  Input_Value_1[1]
area by class of cell:
class / instances / area [um^2] / area share, %
clock buffers: 5 / 125 / 2.06
clock inverters: 2 / 10.0 / 0.165
inverters: 186 / 698 / 11.5
multi-input cells: 277 / 2830 / 46.7
flip-flops and latches: 30 / 601 / 9.90
well taps: 176 / 220 / 3.63
repair buffers: 158 / 1580 / 26.1
cells in the mapped netlist (2+ instances only):
cell type and instances:
o22ai_1 3, o211ai_1 2, a31oi_1 3, nand3_1 4, fa_1 62, inv_1 186, a31o_2 2, clkbuf_1 3
mux2i_1 2, ha_1 29, a211o_1 2, o21ai_2 2, xor2_1 8, o21bai_1 2, a21o_2 2, xnor2_1 22
nand2_1 19, and2_1 2, a211oi_2 2, a21oi_1 29, o21ai_0 13, and3b_1 2, a21o_1 12, nor2_1 14
a221o_1 2, o21a_1 4, dfxtp_1 30, a211oi_1 2, and3_1 6, buf_4 2
through the flow:
step | utilization, % | hold slack, ps | cells
after floorplan | - | 3340 | 500
after global placement | 44.3 | 3750 | 827
after detailed placement | 44.3 | 3750 | 827
after CTS | 45.3 | 3680 | 834
after global routing | 45.3 | 3730 | 834
final | 45.3 | 3680 | 834
kinds of logic (layout without fill, tap and decap cells):
family / Yosys count / after routing / synth area share (%)
simple gates: 58 / 58 / 6.97
buf+inv: 193 / 351 / 17.8
other cells: 1 / 2 / 0.0900
fa+ha+maj: 91 / 91 / 38.5
compound gates: 94 / 94 / 15.5
xor+xnor: 30 / 30 / 6.30
flops: 30 / 30 / 14.4
mux: 2 / 2 / 0.480
power breakdown:
group / leakage, nW / switching, W / internal, W
registers: 0.253 / 0.0000106 / 0.000123
logic: 2.80 / 0.000217 / 0.000253
clock network: 0.0694 / 0.0000316 / 0.0000581
total: 3.13 / 0.000259 / 0.000434
routing by layer:
metal	wire, um	vias to the layer above	track usage (%)
met5	0	-	0
met4	165	0	2.34
met3	472	8	2.04
met2	4200	94	22.3
met1	3760	1616	18.0
li1	-	1814	-
Power and IR drop assume default switching activity.
