## flow/run.sh

```bash
#!/bin/bash
# OpenROAD 26Q1-2900-gdf79404cd8, Yosys 0.63+post, stock flow scripts
make -C /OpenROAD-flow-scripts/flow DESIGN_CONFIG=/design/flow/config.mk WORK_HOME=/design/flow/orfs finish
```

## flow/config.mk

```make
export PLATFORM = sky130hd
export DESIGN_NAME = maxpoolmodule
export DESIGN_NICKNAME = maxpoolmodule
export VERILOG_FILES = /design/flow/design.v
export SDC_FILE = /design/flow/constraint.sdc
export NUM_CORES = 4
export LEC_CHECK = 1
export CORE_UTILIZATION = 40
```

## flow/constraint.sdc

```tcl
current_design maxpoolmodule

set clk_period 5.1
set clk_io_pct 0.2

create_clock -name clk0 -period $clk_period [get_ports {Clock}]

set non_clock_inputs [all_inputs -no_clocks]
set_input_delay [expr $clk_period * $clk_io_pct] -clock clk0 $non_clock_inputs
set_output_delay [expr $clk_period * $clk_io_pct] -clock clk0 [all_outputs]
```

## flow/design.v

```verilog
`timescale 1ns / 1ps
module maxpoolmodule(
	input Clock,
	input [31:0] data_1,
	input [31:0] data_2,
	input [31:0] data_3,
	input [31:0] data_4,
	output reg [31:0] data_5
	);
	reg [31:0] intermediate_1;
	reg [31:0] intermediate_2;
	initial begin
		intermediate_1 <= 0;
		intermediate_2 <= 0;
		data_5 <= 0;
	end
	always @ (*)
	begin
		if (data_1 >= data_2)
		begin
			intermediate_1 = data_1;
		end
		else if (data_2 >= data_1)
		begin
			intermediate_1 = data_2;
		end
		if (data_3 >= data_4)
		begin
			intermediate_1 = data_3;
		end
		else if (data_4 >= data_3)
		begin
			intermediate_1 = data_4;
		end
	end	
	always @ (posedge Clock)
	begin
		if (intermediate_1 >= intermediate_2)
		begin
			data_5 <= intermediate_1;
		end
		if (intermediate_2 >= intermediate_1)
		begin
			data_5 <= intermediate_2;
		end
	end
endmodule
```

==> qor.csv <==
metric,value,unit
status,"complete, no violations",
Worst Setup Slack post-DPL,0.627,ns
Post-synth regs,64,
flip-flops with a built-in enable,0,
fraction of synthesized cell area in xor and xnor cells,0,%
first-pass GRT wire length,7160,µm
Int Pwr,530,µW
Max Root-Sink Buffers,2,
WP buf/inv,3,
"Setup Fix Bufs, Post-CTS",0,
Tool Warnings,89,
final worst setup slack,0.960,ns
Sequential Power Share,43.1,%
CP top delay family,buffers and inverters,
max_slew headroom,62.5,%
Post-Synthesis Cells,246,
Worst Tran Pin Value,0.554,ns
CP max stage delay,0.49,ns
number of cells in Yosys stat,246,
Initial Util,42.3,%
Num CTS Buffers,5,
CP endpoint kind,flip-flop,
Fin Hold WS,1.97,ns
fa+ha+maj area frac,15.6,%
total track usage,14.1,%
DP Wirelength,3630,µm
Sw Share,24.3,%
count of endpoints without a timing constraint,32,
dpl cells,414,
TritonCTS clock tree,yes,
crit path DRT,5.28,ns
clock group share of total power,26.4,%
yosys aoi share,6.10,%
setup violators final,0,
net load switching power,170,µW
yosys stat area,2560,µm²
slowest CP cell,clkdlybuf4s50_1,
Most common cell on crit path,a21oi_1,
H-tree levels,2,
die extent in x,82.0,µm
wire length per cell,10.5,µm
Logic area,1290,µm²
gpl congestion,0.804,
Comb power frac,30.5,%
Core Area,6060,µm²
critical path type,in2reg,
die height,82.0,µm
Synth Area in Simple Gates,5.22,%
fraction of registers with async set/reset,0,%
Fillers,500,
DR iter-0 viols,10,
Post-DRT Antenna Nets,0,
"Hold Vio Cnt, Final",0,
vias in the first global route,1659,
pwr dens,190,nW/µm²
Worst VDD drop,0.0894,mV
register area,1120,µm²
Clock Pin Slew Worst Setup and Hold Paths,0.06,ns
Final Non-Filler Cells,421,
Tcrit/Tclk final,81.2,%
I/O pin total,161,
global route overflow,0,
Post-CTS Hold Buffers,0,
distinct lib cells,26,
IO Port Bufs,96,
crit path DAT,4.32,ns
Root Driver,clkbuf_8,
Resize count post-CTS,0,
vias after detailed routing,1774,
Crit Path Max Fanout,22,
initial antenna violation count,0,
P_leak,1.81,nW
mux contribution to synthesized area,18.5,%
Syn Area/Cell,10.4,µm²
site row count,28,
critical-path cell list,clkdlybuf4s50_1 -> inv_1 -> ha_1 -> a21oi_1 -> nand2_1 -> a21oi_1 -> nor4b_1 -> a2bb2oi_4 -> buf_4 -> mux2_2 -> dlxtn_1,
Synthesis Warnings,1,
share of cells above drive strength 1,11.6,%
Residual DRC,0,
area grow syn2layout,43.5,%
routed vias/inst,4.21,
Top logic family,multiplexers,
highest clock rate,0.242,GHz
Critical Path Source Type,input port,
Slew Limit Fails,0,
pin count of the biggest net entering global routing,23,
Most used DFF post-synth,dlxtn_1,
Post-Syn Area,2560,µm²
final WL,4430,µm
Antenna diodes,0,
Pre-Repair DR Iteration Count,4,
number of max-cap violations,0,
Die Size,6730,µm²
final setup TNS,0,ns
register pins left without a clock,32,
Tmin final,4.14,ns
unrepaired setup endpoints after global routing,false,
Hold WC Path Type,reg2out,
==> synthesized netlist by cell type, drive strengths merged, types with 3 or more instances <==
cell type | count | area share [%]
mux2 | 32 | 18
buf | 3 | 1.3
ha | 32 | 16
nand3 | 3 | 0.59
dfxtp | 32 | 25
clkbuf | 32 | 4.7
o21ai | 4 | 0.78
nand4 | 8 | 2.0
inv | 32 | 4.7
dlxtn | 32 | 19
a21oi | 13 | 2.5
nand2 | 6 | 0.88
==> cells in the final DEF (no fill, tap or decap), drive strengths merged, types with 2 or more instances in the layout <==
cell,count
ha,32
a21o,2
clkdlybuf4s50,96
nor2,2
nand4,8
inv,32
nand2,6
o21ai,4
conb,32
nor4,2
dlxtn,32
a21oi,13
dfxtp,32
a211oi,2
mux2,32
nand3,3
clkbuf,6
==> routing by layer <==
metal | up-vias | global-route usage [%] | part of all wire (%)
li1 | 963 | - | -
met1 | 744 | 20.4 | 49
met2 | 61 | 22.6 | 41
met3 | 6 | 3.04 | 8.2
met4 | 0 | 1.93 | 1.5
met5 | - | 0 | 0
==> final timing paths <==
check | start | cells past startpoint | to | slack [ns]
worst max-delay path | data_3[14] | 11 | data_5[0]$_SDFF_PP0_ | 0.96
worst min-delay path | data_5[7]$_SDFF_PP0_ | 1 | data_5[7] | 1.97
==> registers in the layout (all words and copies together) (netlist names) <==
name,count
data_5,32
intermediate_1,32
==> layout make-up <==
type	instances	share of cell area, %
Inverter	32	3.27
Tap cell	75	2.55
Clock buffer	6	1.97
Multi-Input combinational cell	146	35.2
Clock inverter	1	0.136
Sequential cell	64	30.5
Timing Repair Buffer	97	26.3
==> kinds of logic (layout without fill, tap and decap cells) <==
logic type,count (synthesis),count (layout)
buf+inv,67,136
fa+ha+maj,32,32
mux,32,32
flops,32,32
latches,32,32
compound gates,25,25
simple gates,25,25
other cells,1,32
==> power groups by stage <==
stage         Clock, mW  Sequential (mW)  Combinational, mW
CTS               0.196            0.302              0.217
global route      0.204            0.305              0.239
finish            0.184            0.302              0.214
==> per-stage QoR <==
step           util, %  power, mW  instance area, µm²
3_5_place_dp      59.4      0.523                3600
2_1_floorplan        -      0.429                2680
6_report          60.7      0.700                3680
3_3_place_gp      59.4      0.521                3600
4_1_cts           60.7      0.715                3680
5_1_grt           60.7      0.748                3680
Power is estimated from default activity; no workload was simulated.
